**run.sh**
```bash
#!/bin/bash
# OpenROAD 26Q1-2900-gdf79404cd8, Yosys 0.63+post, stock flow scripts
make -C /OpenROAD-flow-scripts/flow DESIGN_CONFIG=/design/flow/config.mk WORK_HOME=/design/flow/orfs finish
```
**config.mk**
```make
export PLATFORM = sky130hd
export DESIGN_NAME = uart_top
export DESIGN_NICKNAME = uart_top
export VERILOG_FILES = /design/flow/design.v
export SDC_FILE = /design/flow/constraint.sdc
export NUM_CORES = 4
export LEC_CHECK = 1
export CORE_UTILIZATION = 50
```
**constraint.sdc**
```tcl
current_design uart_top

set clk_period 2.8
set clk_io_pct 0.2

create_clock -name clk0 -period $clk_period [get_ports {clk}]

set non_clock_inputs [all_inputs -no_clocks]
set_input_delay [expr $clk_period * $clk_io_pct] -clock clk0 $non_clock_inputs
set_output_delay [expr $clk_period * $clk_io_pct] -clock clk0 [all_outputs]
```
**design.v**
```verilog
module LED_display_module
(
	CLK, RSTn, RX_Done_Sig, RX_Data, LED_Out, 
);
     input CLK;
     input RSTn;	 
	  input RX_Done_Sig;
	  input [7:0]RX_Data;
     output [7:0]LED_Out;
	  reg [7:0]rLED_Out;
	 always @ ( posedge CLK or negedge RSTn )
		if( !RSTn ) 
			rLED_Out <= 'd0;	 	
		else if( RX_Done_Sig == 1 )
			rLED_Out <= RX_Data;
		else 
			rLED_Out <= rLED_Out;
	assign LED_Out = rLED_Out;
endmodule
module detect_module 
(
   CLK, RSTn, RX_Pin_In, neg_sig
);
    input CLK;
	 input RSTn;
	 input RX_Pin_In;
	 output neg_sig; 
	 reg neg1;
	 reg neg2;
	 always @ ( posedge CLK or negedge RSTn )
	     if( !RSTn )
		      begin
				    neg1 <= 1'b1;
					 neg2 <= 1'b1;
				end
		  else
		      begin
				    neg1 <= RX_Pin_In;
					 neg2 <= neg1;
				end
	assign neg_sig = ( neg2 & !neg1 ) ? 1'b1 : 1'b0;			 
endmodule
module rx_bps_module
(
   CLK, RSTn, Count_Sig, BPS_CLK
);
    input CLK;
	 input RSTn;
	 input Count_Sig;
	 output BPS_CLK;
	 reg [12:0]Count_BPS;
	 parameter BPS_T = 13'd52;	 
	 always @ ( posedge CLK or negedge RSTn )
	   if( !RSTn )
		    Count_BPS <= 13'd0;
		else if( Count_BPS == BPS_T - 1 ) 
		    Count_BPS <= 13'd0;
		else if( Count_Sig )	 
		    Count_BPS <= Count_BPS + 1'b1;
		else
		    Count_BPS <= 13'd0;
    assign BPS_CLK = ( Count_BPS == 12'd26 ) ? 1'b1 : 1'b0;
endmodule
module rx_control_module
(
   CLK, RSTn, neg_sig, RX_En_Sig, RX_Pin_In, BPS_CLK, Count_Sig, RX_Data, RX_Done_Sig
);
    input CLK;
	 input RSTn;
	 input neg_sig;
	 input RX_En_Sig;
	 input RX_Pin_In;
	 input BPS_CLK;
	 output Count_Sig;
	 output [7:0]RX_Data;
	 output RX_Done_Sig;
	 reg [3:0]State;
	 reg [7:0]rData;		 
	 reg isCount;		
	 reg isDone;
	 always @ ( posedge CLK or negedge RSTn )
	     if( !RSTn )
		      begin 
		          State <= 4'd0;
					 rData <= 8'd0;
					 isCount <= 1'b0;
					 isDone <= 1'b0;	 
				end
		  else if( RX_En_Sig )	                            
		      case ( State )
			       4'd0 : 
						if( neg_sig ) 
							begin 
								State <= State + 1'b1; 
								isCount <= 1'b1; 
							end
					 4'd1 :  
						if( BPS_CLK ) 
							State <= State + 1'b1;
					 4'd2, 4'd3, 4'd4, 4'd5, 4'd6, 4'd7, 4'd8, 4'd9 :  
						if( BPS_CLK ) 
							 begin 
								 State <= State + 1'b1; 
								 rData[ State - 2 ] <= RX_Pin_In; 						 
							 end
					 4'd10 :  
						if( BPS_CLK ) 
							State <= State + 1'b1;
					 4'd11 :  
						 if( BPS_CLK ) 
							State <= State + 1'b1;
					4'd12 :  
						begin 
							State <= State + 1'b1; 
							isDone <= 1'b1;
							isCount <= 1'b0; 
						end
					 4'd13 :  
						begin 
							State <= 1'b0; 
							isDone <= 1'b0;
						end
				endcase
	 assign Count_Sig = isCount;
	 assign RX_Data = rData;
	 assign RX_Done_Sig = isDone;
endmodule
module rx_top
(
    input        CLK, 
	input        RSTn, 
	input        RX_Pin_In, 
	input        RX_En_Sig, 
	output [7:0] LED_Out,
	output [7:0] RX_Data,
	output RX_Done_Sig    
);
	 wire neg_sig;  
	 wire BPS_CLK;  
	 wire Count_Sig;   
	reg CLK_500K;  
	reg[9:0] cnt2;
	always @ (posedge CLK or negedge RSTn)	
		if(!RSTn) 
		  begin
			  cnt2 <= 10'd0;
			  CLK_500K <= 1'b0;
		  end
		else if(cnt2 == 10'd49) 
		  begin
			  cnt2 <= 10'd0;
			  CLK_500K <= ~CLK_500K;
		  end
		else cnt2 <= cnt2+1'b1;
	detect_module U1
	(
	   .CLK( CLK_500K ),
		.RSTn( RSTn ),
		.RX_Pin_In( RX_Pin_In ),     
		.neg_sig( neg_sig ) 			 
	);
	rx_bps_module U2
	(
	   .CLK( CLK_500K ),
		.RSTn( RSTn ),
		.Count_Sig( Count_Sig ),    
	   .BPS_CLK( BPS_CLK )         
	);	 
	rx_control_module U3
	(
		.CLK( CLK_500K ),
	   .RSTn( RSTn ),
		.neg_sig( neg_sig ),       
		.RX_En_Sig( RX_En_Sig ),   
		.RX_Pin_In( RX_Pin_In ),   
		.BPS_CLK( BPS_CLK ),       
	   .Count_Sig( Count_Sig ),     
		.RX_Data( RX_Data ),         
		.RX_Done_Sig( RX_Done_Sig )  
	 );
	LED_display_module U4
	(
		.CLK( CLK_500K ) ,	
		.RSTn( RSTn ) ,	
		.RX_Done_Sig( RX_Done_Sig ) ,	 
		.RX_Data( RX_Data ) ,	 
		.LED_Out( LED_Out ) 	 
	);
endmodule
module tx_bps_module
(
    CLK, RSTn, Count_Sig,BPS_CLK
);
    input CLK;
	 input RSTn;
	 input Count_Sig;
	 output BPS_CLK;  
	 reg [12:0]Count_BPS;
	 parameter BPS_T = 13'd52;					 
	 always @ ( posedge CLK or negedge RSTn )
	   if( !RSTn )
		    Count_BPS <= 13'd0;
		else if( Count_BPS == BPS_T - 1 ) 
		    Count_BPS <= 13'd0;
		else if( Count_Sig )	 
		    Count_BPS <= Count_BPS + 1'b1;
		else
		    Count_BPS <= 13'd0;
    assign BPS_CLK = ( Count_BPS == 12'd26 ) ? 1'b1 : 1'b0;
endmodule
module tx_control_module
(
    CLK, RSTn, TX_En_Sig, BPS_CLK, TX_Data, TX_Done_Sig, TX_Pin_Out
);
    input CLK;
	 input RSTn;
	 input TX_En_Sig;
	 input BPS_CLK;
	 input [7:0]TX_Data;
	 output TX_Done_Sig;
	 output TX_Pin_Out;
	 reg [3:0]State;
	 reg rTX;		 
	 reg isDone;
	 always @ ( posedge CLK or negedge RSTn )
		begin
	     if( !RSTn )
		      begin
		          State <= 4'd0;
					 rTX <= 1'b1;
					 isDone 	<= 1'b0;
				end
		  else if( TX_En_Sig )		 
		      case ( State )
			       4'd0 :  
						if( BPS_CLK ) 
							begin 
								State <= State + 1'b1; 
								rTX <= 1'b0;
							end
					 4'd1, 4'd2, 4'd3, 4'd4, 4'd5, 4'd6, 4'd7, 4'd8 :  
						if( BPS_CLK ) 
							begin 
								State <= State + 1'b1;
								rTX <= TX_Data[ State - 1 ];  
							end
					 4'd9 :
						 if( BPS_CLK ) 
							 begin 
								 State <= State + 1'b1;
								 rTX <= 1'b1;
							 end
					 4'd10 :
						 if( BPS_CLK ) 
							 begin 
								 State <= State + 1'b1; 
								 rTX <= 1'b1;
							 end
					 4'd11 :
						 if( BPS_CLK ) 
							 begin 
								 State <= State + 1'b1; 
								 isDone <= 1'b1; 
							 end
					 4'd12 :
						begin 
							State <= 1'b0; 
							isDone <= 1'b0; 
						end
				endcase
		  else
				rTX <= rTX;
		end
	 assign TX_Pin_Out = rTX;
	 assign TX_Done_Sig = isDone;
endmodule
module tx_top
(
    input       CLK, 
    inout       RSTn, 
    input [7:0] TX_Data,     
    input       TX_En_Sig,   
    output      TX_Pin_Out        
);
	wire BPS_CLK;  
	reg CLK_500K;  
	reg[9:0] cnt2;
	always @ (posedge CLK or negedge RSTn)	
		if(!RSTn) 
		  begin
			  cnt2 <= 10'd0;
			  CLK_500K <= 1'b0;
		  end
		else if(cnt2 == 10'd49) 
		  begin
			  cnt2 <= 10'd0;
			  CLK_500K <= ~CLK_500K;
		  end
		else cnt2 <= cnt2+1'b1;
    wire TX_Done_Sig;
    reg isTX;
    wire tx_en;
	reg [31:0]Count;
	parameter T05S = 32'd250_000;
	always @ ( posedge CLK_500K or negedge RSTn )
		begin
			if( !RSTn )
				begin
					isTX <= 0;
				end
			else if( TX_Done_Sig == 1 )
				begin
					isTX <= 0;
					Count <= Count + 1'b1;
				end
			else if ( Count == T05S - 1 )
				begin
					isTX <= 1'b1;
					Count <= 0;
				end
			else 
				Count <= Count + 1'b1; 
		end
	assign tx_en = isTX;
   tx_bps_module U1
	(
	   .CLK( CLK_500K ),
	   .RSTn( RSTn ),
	   .Count_Sig( 1),     
	   .BPS_CLK( BPS_CLK )          
	);
	tx_control_module U2
	(
		.CLK( CLK_500K ) ,	
		.RSTn( RSTn ) ,	
		.TX_En_Sig(tx_en) ,	 
		.BPS_CLK( BPS_CLK ) ,	 
		.TX_Data( TX_Data ) ,	 
		.TX_Done_Sig( TX_Done_Sig ) ,	 
		.TX_Pin_Out( TX_Pin_Out ) 	 
	);
endmodule
module uart_top(
    input   clk,
    input   RSTn,
    input   RX_Pin_In,		 
    output  TX_Pin_Out,
	output  [7:0]LED_Out		 
);
wire [7:0] data;
wire rx_done;    
rx_top u_rx_top(
    .CLK(clk), 
    .RSTn(RSTn), 
    .RX_Pin_In(RX_Pin_In), 
    .RX_En_Sig(1), 
    .RX_Data(data),
    .RX_Done_Sig(rx_done),
    .LED_Out(LED_Out)
);
wire tx_en;
wire TX_Done_Sig;
tx_top u_tx_top(
    .CLK(clk), 
    .RSTn(RSTn), 
    .TX_Data(data), 
    .TX_Pin_Out(TX_Pin_Out)  
);
endmodule
```
==> results.cfg <==
; generated from flow reports
[global_route]
grt_pass1_vias = 3556
grt_max_degree = 53
grt_usage_pct = 17.37
overflow = 0
antenna_found_initial = 0
grt_pass1_wl_um = 16280

[final_timing]
setup_viol = 0
fmax_mhz = 603.8
tightestPinTransition_ps = 579.6
unclocked_pins = 89
slew_viol_final = 0
skew_ps = 0.8286
untimed_endpoints = 130
slew-limit-headroom_pct = 61.06
hold_viol = 0
setup_tns_ps = 0
period_minus_slack_ps = 1656
final.period_utilization_pct = 59.15
rsz0062_at_grt = no

[yosys]
common_cells = dfrtp_1 (76), nor2_1 (60), nand2_1 (45), xnor2_1 (45), nand3_1 (44)
async_flop_share_pct = 71.17
ys_sh_simple_pct = 21.80
yosysChipArea_um2 = 5819
syn_area_um2 = 5819
postSynthSeqShare_pct = 50.55
synth_cells = 540
synth_cell_type_count = 52
mux_share_pct = 4.709
yosys.area.top_type = dfrtp_1
ys_warn_count = 10
ff_type = dfrtp_1
ys_sh_xor_pct = 11.42
edf_count = 32
area_leaders = dfrtp_1 (33%), edfxtp_1 (17%), xnor2_1 (6.8%)
yosysTopAreaCellShare_pct = 32.68
synth_area_per_cell_um2 = 10.78
ys_sh_adder_pct = 5.805
ys_cells = 540
ys_ff = 111
ys_top_logic_family = simple AND/OR/NAND/NOR gates
synth_top_cell_by_count = dfrtp_1
ys_sh_aoi_pct = 3.763

[routing]
routed_wl_um = 9275
drc = 0
postRouteAntennaNets = 0
n_antenna_cell = 0
viasPerCell = 5.449
wl_per_cell_um = 13.44
detail_route.first_pass.iterations = 4
vias = 3760
drt_iter0_markers = 179

[finish]
drive_gt1_share_pct = 6.033
syn_to_final_growth_pct = 5.999

[setup_path]
rr_worst_depth = 6
cp-end-kind = register
path_max_fanout = 6
cp.arrival_ps = 1760
reg2reg_slack_ps = 1140
r2r-start = u_rx_top.cnt2[1]
r2r-end = u_rx_top.CLK_500K
worst_setup_path_start_kind = register
critical_path_required_ps = 2910
crit_type = register to register

[cts]
cts-root-buf = clkbuf_16
ctsHoldBuffers = 0
cts-resized-gates = 0
cts_tree = built
cts_buffer_depth = 2
post_cts_buffers = 0
cts_made_buffers = 3
clk_latency_ps = 250
clkTransAtPathRegs_ps = 50
htree_levels = 1

[power]
p_int_uw = 516.1
ir_drop_mv = 0.3005
p_comb_share_pct = 5.6
p_per_area_nw_per_um2 = 105.1
seqPwrFrac_pct = 50.0
swShare_pct = 20.37
power_uw = 648.2
p_leak_uw = 0.002621
p_switching_uw = 132.1
p_clk_share_pct = 44.5

[placed_design]
routabilityCongestion = 0.8184
portBuffers = 11
dpl.hpwl_um = 6916

[floorplanning]
die_w_um = 109.9
initial_core_util_pct = 51.18
core_region_area_um2 = 11370
io_pins = 12
chip_area_um2 = 12070
die_y_um = 109.9
rows = 39

[job]
maxCapViolCount = 0
warnings = 38

[min_path]
hold_path_class = input pin to asynchronous set/reset pin

[status]
status = completed
[metal layers]
layer / wire length, um / global-route usage, % / vias to the layer above
li1: - / - / 1919
met1: 4858 / 28.66 / 1811
met2: 4264 / 27.90 / 26
met3: 130 / 1.692 / 4
met4: 21 / 0.4762 / 0
met5: 0 / 0 / -
[layout by cell type (no fill, tap or decap), types with 5 or more instances in the layout]
cell	synthesis	routed
mux2_2	10	10
nand3_1	44	44
nor2b_1	6	6
inv_1	15	15
mux2_1	7	7
clkdlybuf4s50_1	0	10
dfrtp_1	76	76
nor3_1	12	12
o21ai_0	12	12
xor2_1	29	29
mux2i_1	6	6
nor4_1	14	14
nand4_1	12	12
ha_1	27	27
and3_1	15	15
nor2_1	60	60
edfxtp_1	32	32
a21oi_1	5	5
xnor2_1	45	45
buf_4	0	7
nand2_1	45	45
[cell type report]
cell class	count	area [um^2]
tap	143	178.9
timing repair buffer	17	152.6
inverter	15	56.30
sequential	111	2942
multi-input combinational	401	2764
fill	959	5201
clock buffer	3	75.07
[sequential cells by signal, indices dropped and copies added, names as in the netlist, 4 cells and up]
signal                 flops
u_rx_top.U2.Count_BPS     13
u_rx_top.U3.State          4
u_rx_top.U3.rData          8
u_rx_top.U4.rLED_Out       8
u_rx_top.cnt2             10
u_tx_top.Count            32
u_tx_top.U1.Count_BPS     13
u_tx_top.U2.State          4
u_tx_top.cnt2             10
[metrics by stage]
stage          hold WS (ps)  util, %  setup WS [ps]  std cells  cell area (um^2)
6_report              286.6    54.25           1144        690              6168
5_1_grt               342.7    54.25          928.4        690              6168
4_1_cts               322.1    54.25           1140        690              6168
3_5_place_dp          459.9    53.59           1146        687              6093
3_3_place_gp          458.3    53.59           1153        687              6093
2_1_floorplan         264.4        -           1321        540              5819
[worst max path at each step]
stage | start | end | slack [ps] | cells after the start
final | u_rx_top.cnt2[1] | u_rx_top.CLK_500K | 1140 | 6
after global routing | u_rx_top.cnt2[1] | u_rx_top.CLK_500K | 930 | 6
after CTS | u_rx_top.cnt2[1] | u_rx_top.CLK_500K | 1140 | 6
[worst max-delay path, stage by stage, from the launching register on]
cell and delay, ps:
dfrtp_1 400, inv_1 70, ha_1 120, nor4b_1 240, nand3_1 130, nor4_2 430, xor2_1 120
[power by group through the flow]
| stage | registers [uW] | clock network (uW) | logic, uW |
|---|---|---|---|
| CTS | 324 | 296 | 39.0 |
| global route | 324 | 309 | 42.6 |
| finish | 324 | 288 | 36.1 |
[cells by family (layout without fill, tap and decap cells)]
| group | Yosys count | in the layout |
|---|---|---|
| AND/OR/NAND/NOR | 241 | 241 |
| flip-flops | 111 | 111 |
| XOR/XNOR | 75 | 75 |
| AND-OR/OR-AND | 34 | 34 |
| buffers and inverters | 28 | 35 |
| adder cells (fa/ha/maj) | 27 | 27 |
| multiplexers | 24 | 24 |
